===== design/flow/run.sh =====
#!/bin/bash
# OpenROAD 26Q1-2900-gdf79404cd8, Yosys 0.63+post, stock flow scripts
make -C /OpenROAD-flow-scripts/flow DESIGN_CONFIG=/design/flow/config.mk WORK_HOME=/design/flow/orfs finish

===== design/flow/design.v =====
module JAM (
    input CLK,
    input RST,
    output [2:0] W,
    output [2:0] J,
    input [6:0] Cost,
    output [3:0] MatchCount,
    output [9:0] MinCost,
    output reg Valid 
);
parameter IDLE = 2'd0, CAL = 2'd1, FINISH = 2'd2;
reg [2-1:0] state, state_next;
reg [4-1:0] cnt, cnt_next;
reg [24-1:0] top_order, top_order_next;
reg Valid_next;
wire [24-1:0] new_order;
always @* begin
    if (cnt == 9) begin
        top_order_next = new_order;
    end
    else begin
        top_order_next = top_order;
    end
end
always @* begin
    if (RST == 0) begin
        if (top_order == {3'd7, 3'd6, 3'd5, 3'd4, 3'd3, 3'd2, 3'd1, 3'd0} && cnt == 4'd8) begin
            state_next = FINISH;
        end
        else begin
            state_next = CAL;
        end
    end
end
always @* begin
    if (state == CAL) begin
        if (cnt == 9) begin
            cnt_next = 0;
        end
        else begin
            cnt_next = cnt + 1;
        end
    end
    else begin
        cnt_next = cnt;
    end
end
always @(posedge CLK) begin
    if (RST == 1) begin
        state <= IDLE;
        cnt <= 0;
        top_order <= {3'd0, 3'd1, 3'd2, 3'd3, 3'd4, 3'd5, 3'd6, 3'd7};
        Valid <= 0;
    end
    else begin
        state <= state_next;
        cnt <= cnt_next;
        top_order <= top_order_next;
        Valid <= Valid_next;
    end
end
sum_update U0 (
    .clk(CLK),
    .rst_p(RST),
    .cnt(cnt),
    .order(top_order),
    .cost(Cost),
    .match_count(MatchCount),
    .min_cost(MinCost),
    .J(J),
    .W(W)
);
permutation U1 ( 
    .CLK(CLK),
    .RST(RST),
    .cnt(cnt),
    .top_order(top_order),
    .new_order(new_order)
);
always @* begin
    if (state == FINISH)
        Valid_next = 1;
    else 
        Valid_next = 0;
end
endmodule
module permutation ( 
input CLK,
input RST,
input [4 - 1 : 0] cnt,
input [24 - 1 : 0] top_order,
output reg [24 - 1 : 0] new_order
);
reg write_order_en, sw_en, sw_en2, swap_en, rev_en, sw_not_yet, sw_done ;
reg [2 : 0] sw_pt, n_sw_pt, left_pt, right_pt, left_val, middle_val, right_val ;
reg [23 : 0] swap_order, rev_order, n_new_order ;
always@* begin
    sw_en2 = 0 ;
    n_sw_pt = right_pt ;
    if(middle_val < right_val) begin
        sw_en2 = 1 ;
    end
    else begin
        if(left_val < middle_val) begin
            sw_en2 = 1 ;
            n_sw_pt = left_pt ;
        end
    end
end
always@* begin
    swap_order = new_order ;
    case(sw_pt)
        3'd1 : begin
            swap_order[2 : 0] = new_order[5 : 3] ;
            swap_order[5 : 3] = new_order[2 : 0] ;
        end 
        3'd2 : begin
            if(new_order[2 : 0] > new_order[8 : 6]) begin
                swap_order[2 : 0] = new_order[8 : 6] ;
                swap_order[8 : 6] = new_order[2 : 0] ;
            end
            else begin
                swap_order[5 : 3] = new_order[8 : 6] ;
                swap_order[8 : 6] = new_order[5 : 3] ;
            end
        end
        3'd3 : begin
            if(new_order[5 : 3] > new_order[11 : 9]) begin
                if(new_order[2 : 0] > new_order[11 : 9]) begin
                    swap_order[2 : 0] = new_order[11 : 9] ;
                    swap_order[11 : 9] = new_order[2 : 0] ;
                end
                else begin
                    swap_order[5 : 3] = new_order[11 : 9] ;
                    swap_order[11 : 9] = new_order[5 : 3] ;
                end
            end
            else begin
                swap_order[8 : 6] = new_order[11 : 9] ;
                swap_order[11 : 9] = new_order[8 : 6] ;
            end
        end
        3'd4 : begin
            if(new_order[8 : 6] > new_order[14 : 12]) begin
                if(new_order[5 : 3] > new_order[14 : 12]) begin
                    if(new_order[2 : 0] > new_order[14 : 12]) begin
                        swap_order[2 : 0] = new_order[14 : 12] ;
                        swap_order[14 : 12] = new_order[2 : 0] ;
                    end
                    else begin
                        swap_order[5 : 3] = new_order[14 : 12] ;
                        swap_order[14 : 12] = new_order[5 : 3] ;
                    end
                end
                else begin
                    swap_order[8 : 6] = new_order[14 : 12] ;
                    swap_order[14 : 12] = new_order[8 : 6] ;
                end
            end
            else begin
                swap_order[11 : 9] = new_order[14 : 12] ;
                swap_order[14 : 12] = new_order[11 : 9] ;
            end
        end
        3'd5 : begin
            if(new_order[11 : 9] > new_order[17 : 15]) begin
                if(new_order[8 : 6] > new_order[17 : 15]) begin
                    if(new_order[5 : 3] > new_order[17 : 15]) begin
                        if(new_order[2 : 0] > new_order[17 : 15]) begin
                            swap_order[2 : 0] = new_order[17 : 15] ;
                            swap_order[17 : 15] = new_order[2 : 0] ;                   
                        end
                        else begin
                            swap_order[5 : 3] = new_order[17 : 15] ;
                            swap_order[17 : 15] = new_order[5 : 3] ;      
                        end
                    end
                    else begin
                        swap_order[8 : 6] = new_order[17 : 15] ;
                        swap_order[17 : 15] = new_order[8 : 6] ;        
                    end
                end
                else begin
                    swap_order[11 : 9] = new_order[17 : 15] ;
                    swap_order[17 : 15] = new_order[11 : 9] ;      
                end
            end
            else begin
                swap_order[14 : 12] = new_order[17 : 15] ;
                swap_order[17 : 15] = new_order[14 : 12] ;   
            end
        end
        3'd6 : begin
            if(new_order[14 : 12] > new_order[20 : 18]) begin
                if(new_order[11 : 9] > new_order[20 : 18]) begin
                    if(new_order[8 : 6] > new_order[20 : 18]) begin
                        if(new_order[5 : 3] > new_order[20 : 18]) begin
                            if(new_order[2 : 0] > new_order[20 : 18]) begin
                                swap_order[2 : 0] = new_order[20 : 18] ;
                                swap_order[20 : 18] = new_order[2 : 0] ;                     
                            end
                            else begin
                                swap_order[5 : 3] = new_order[20 : 18] ;
                                swap_order[20 : 18] = new_order[5 : 3] ; 
                            end
                        end
                        else begin
                            swap_order[8 : 6] = new_order[20 : 18] ;
                            swap_order[20 : 18] = new_order[8 : 6] ;   
                        end
                    end
                    else begin
                        swap_order[11 : 9] = new_order[20 : 18] ;
                        swap_order[20 : 18] = new_order[11 : 9] ;   
                    end
                end
                else begin
                    swap_order[14 : 12] = new_order[20 : 18] ;
                    swap_order[20 : 18] = new_order[14 : 12] ;    
                end
            end
            else begin
                swap_order[17 : 15] = new_order[20 : 18] ;
                swap_order[20 : 18] = new_order[17 : 15] ;    
            end
        end
        3'd7 : begin
            if(new_order[17 : 15] > new_order[23 : 21]) begin
                if(new_order[14 : 12] > new_order[23 : 21]) begin
                    if(new_order[11 : 9] > new_order[23 : 21]) begin
                        if(new_order[8 : 6] > new_order[23 : 21]) begin
                            if(new_order[5 : 3] > new_order[23 : 21]) begin
                                if(new_order[2 : 0] > new_order[23 : 21]) begin
                                    swap_order[2 : 0] = new_order[23 : 21] ;
                                    swap_order[23 : 21] = new_order[2 : 0] ;                        
                                end
                                else begin
                                    swap_order[5 : 3] = new_order[23 : 21] ;
                                    swap_order[23 : 21] = new_order[5 : 3] ;  
                                end
                            end
                            else begin
                                swap_order[8 : 6] = new_order[23 : 21] ;
                                swap_order[23 : 21] = new_order[8 : 6] ;     
                            end
                        end
                        else begin
                            swap_order[11 : 9] = new_order[23 : 21] ;
                            swap_order[23 : 21] = new_order[11 : 9] ;     
                        end
                    end
                    else begin
                        swap_order[14 : 12] = new_order[23 : 21] ;
                        swap_order[23 : 21] = new_order[14 : 12] ;  
                    end
                end
                else begin
                    swap_order[17 : 15] = new_order[23 : 21] ;
                    swap_order[23 : 21] = new_order[17 : 15] ;  
                end
            end
            else begin
                swap_order[20 : 18] = new_order[23 : 21] ;
                swap_order[23 : 21] = new_order[20 : 18] ;  
            end
        end
    endcase
end
always@* begin
    rev_order = new_order ;
    case(sw_pt) 
        3'd2 : begin
            rev_order[2 : 0] = new_order[5 : 3] ;
            rev_order[5 : 3] = new_order[2 : 0] ;
        end
        3'd3 : begin
            rev_order[2 : 0] = new_order[8 : 6] ;
            rev_order[5 : 3] = new_order[5 : 3] ;
            rev_order[8 : 6] = new_order[2 : 0] ;
        end
        3'd4 : begin
            rev_order[2 : 0] = new_order[11 : 9] ;
            rev_order[5 : 3] = new_order[8 : 6] ;
            rev_order[8 : 6] = new_order[5 : 3] ;
            rev_order[11 : 9] = new_order[2 : 0] ;
        end
        3'd5 : begin
            rev_order[2 : 0] = new_order[14 : 12] ;
            rev_order[5 : 3] = new_order[11 : 9] ;
            rev_order[8 : 6] = new_order[8 : 6] ;
            rev_order[11 : 9] = new_order[5 : 3] ;
            rev_order[14 : 12] = new_order[2 : 0] ;
        end
        3'd6 : begin
            rev_order[2 : 0] = new_order[17 : 15] ;
            rev_order[5 : 3] = new_order[14 : 12] ;
            rev_order[8 : 6] = new_order[11 : 9] ;
            rev_order[11 : 9] = new_order[8 : 6] ;
            rev_order[14 : 12] = new_order[5 : 3] ;
            rev_order[17 : 15] = new_order[2 : 0] ;
        end
        3'd7 : begin
            rev_order[2 : 0] = new_order[20 : 18] ;
            rev_order[5 : 3] = new_order[17 : 15] ;
            rev_order[8 : 6] = new_order[14 : 12] ;
            rev_order[11 : 9] = new_order[11 : 9] ;
            rev_order[14 : 12] = new_order[8 : 6] ;
            rev_order[17 : 15] = new_order[5 : 3] ;
            rev_order[20 : 18] = new_order[2 : 0] ;
        end
        default : begin
            rev_order = new_order ;
        end
    endcase
end
always@* begin
    n_new_order = new_order ;
    write_order_en = 0 ;
    sw_not_yet = 0 ;
    sw_en = 0 ;
    swap_en = 0 ;
    rev_en = 0 ;
    right_pt = 1 ;
    left_pt = 2 ;
    right_val = new_order[2 : 0] ;
    middle_val = new_order[5 : 3] ;
    left_val = new_order[8 : 6] ;
    case(cnt)
        4'd0 : begin
            write_order_en = 1 ;
        end
        4'd1 : begin
            sw_en = 1 ;
            right_pt = 1 ;
            left_pt = 2 ;
            right_val = new_order[2 : 0] ;
            middle_val = new_order[5 : 3] ;
            left_val = new_order[8 : 6] ;
        end
        4'd2 : begin
            sw_en = 1 ;
            right_pt = 3 ;
            left_pt = 4 ;
            right_val = new_order[8 : 6] ;
            middle_val = new_order[11 : 9] ;
            left_val = new_order[14 : 12] ;
        end
        4'd3 : begin
            sw_en = 1 ;
            right_pt = 5 ;
            left_pt = 6 ;
            right_val = new_order[14 : 12] ;
            middle_val = new_order[17 : 15] ;
            left_val = new_order[20 : 18] ;
        end
        4'd4 : begin
            sw_en = 1 ;
            right_pt = 7 ;
            left_pt = 7 ;
            right_val = new_order[20 : 18] ;
            middle_val = new_order[23 : 21] ;
            left_val = new_order[23 : 21] ;
        end
        4'd5 : begin
            swap_en = 1 ;
        end
        4'd6 : begin
            rev_en = 1 ;
        end
        4'd7 : begin
            sw_not_yet = 1 ;
        end
        default : begin
            sw_not_yet = 0 ;
        end
    endcase
end
always@(posedge CLK) begin
    if(RST) begin
        sw_done <= 1'b0 ;
    end
    else begin
        if(write_order_en) begin 
            new_order <= top_order ;
        end
        else if(swap_en) begin
            new_order <= swap_order ;
        end
        else if(rev_en) begin
            new_order <= rev_order ;
        end
        else begin
            new_order <= n_new_order ;
        end
        if(sw_en & sw_en2 & (~sw_done)) begin
            sw_done <= 1'b1 ;
            sw_pt <= n_sw_pt ;
        end
        else if(sw_not_yet) begin
            sw_done <= 1'b0 ;
        end
    end
end
endmodule
module sum_update(
    input clk,
    input rst_p,
    input [4-1:0] cnt,
    input [24-1:0] order,
    input [7-1:0] cost,
    output reg [4-1:0] match_count,
    output reg [10-1:0] min_cost,
    output reg [3-1:0] J,
    output reg [3-1:0] W
);
reg [4-1:0] match_count_next;
reg [10-1:0] min_cost_next;
reg [10-1:0] sum, sum_next;
reg [7-1:0] prev, prev_next;
always @* begin
    W = cnt[2:0];
end
always @* begin
    case (cnt)
        4'd0: J = order[2:0];
        4'd1: J = order[5:3];
        4'd2: J = order[8:6];
        4'd3: J = order[11:9];
        4'd4: J = order[14:12];
        4'd5: J = order[17:15];
        4'd6: J = order[20:18];
        4'd7: J = order[23:21];
        default: J = order[2:0];
    endcase
end
always @* begin
    prev_next = cost;
end
always @* begin
    if (cnt == 0) begin
        sum_next = 0;
    end
    else if (cnt >= 1 && cnt <= 8) begin
        sum_next = sum + prev;
    end
    else begin
        sum_next = sum;
    end
end
always @* begin
    if (cnt == 9) begin
        if (min_cost == 0) begin
            min_cost_next = sum;
            match_count_next = 1;
        end
        else if (sum == min_cost) begin
            min_cost_next = min_cost;
            match_count_next = match_count + 1;
        end
        else if (sum < min_cost) begin
            min_cost_next = sum;
            match_count_next = 1;
        end
        else begin
            min_cost_next = min_cost;
            match_count_next = match_count;
        end
    end
    else begin
        min_cost_next = min_cost;
        match_count_next = match_count;
    end
end
always @(posedge clk) begin
    if (rst_p) begin     
        match_count <= 0;
        min_cost <= 0;
        prev <= 0;
        sum <= 0;
    end
    else begin
        match_count <= match_count_next;
        min_cost <= min_cost_next;
        prev <= prev_next;
        sum <= sum_next;
    end
end
endmodule

===== design/flow/config.mk =====
export PLATFORM = sky130hd
export DESIGN_NAME = JAM
export DESIGN_NICKNAME = JAM
export VERILOG_FILES = /design/flow/design.v
export SDC_FILE = /design/flow/constraint.sdc
export NUM_CORES = 4
export LEC_CHECK = 1
export CORE_UTILIZATION = 40

===== design/flow/constraint.sdc =====
current_design JAM

set clk_period 9.2
set clk_io_pct 0.2

create_clock -name clk0 -period $clk_period [get_ports {CLK}]

set non_clock_inputs [all_inputs -no_clocks]
set_input_delay [expr $clk_period * $clk_io_pct] -clock clk0 $non_clock_inputs
set_output_delay [expr $clk_period * $clk_io_pct] -clock clk0 [all_outputs]

==> run summary <==
flow finished, numbers: area share, top type about 17%, I/O pin cnt 30, Vias/cell 6.20, Pleak 3.39 nW, slew margin rel. 37.2%, Hold Crit Depth 1, Cell Rows 51, Avg Synthesized Cell Area between 8 and 9 um^2, critical path arrival 2.77 ns, WL/cell ~22 um, crit start category flip-flop, Port Buffers 29, met3 usage 7.40%, CTS Root Cell clkbuf_16, top_reg_cell synth dfxtp_1, period utilization 50.1%, Worst Path Required ~7.4 ns, CTS buffer count 9, hold violation count in the final report 0, Top area cell types dfxtp_1 17%, ha_1 13%, edfxtp_1 8.9%, setup TNS 0 ns, Synth Instances approximately 1000, Crit Path Class reg2out, die area 20700 um^2, Cell Area, Synth 8060 um^2, hold buffers post-CTS 0, clk latency of the worst-skew pair 0.36 ns, GP Congestion 1.00, Clock Skews around 0.0055 ns, register pins left without a clock 2, floorplan core density 41.1%, tool warning count 25, first-pass GRT wire length 42400 um, Post-CTS Setup Inserts 0, most frequent cell after synthesis nand2_1, setup violators final 0, total gr overflow 0, critical path peak fanout 21, met2 Usage GRT 40.0%, Yosys top cell by area dfxtp_1, Placed Area 8610 um^2, post-synthesis async set-or-reset flop share 0%, synth warn 3, Gates resized, CTS repair 0, design area approximately 9000 um^2, yosys stat chip area 8060 um^2, R2R depth 9, Longest Clk Path Bufs 2, Worst-path clk slew about 0.07 ns, global route hottest layer met2, endpoints left unconstrained 2, distinct lib cells 78, Peak Freq 217 MHz, Power Density 172 nW/um^2, Final min period 4.61 ns, number of enable flip-flop cells 24, initial antenna violation count 0, Worst Hold Class reg2reg, final core occ between 40% and 50%, Die X 144 um, htree depth 3, number of global-route vias before repair 7195, share of layout cells above drive strength 1 6.25%, outcome completed, via count 7894, yosys stat cell total 1001, Fin Hold WS 0.426 ns, dpl hpwl 19400 um, DR DRC count 0, MaxCap Viol Count 0, total iterations of the first detailed-routing run 5, fill cell count 1948, unrepaired setup endpoints after global routing false, core footprint 19600 um^2, Worst-Margin Slew 0.929 ns, Die Ht roughly 140 um, Max IR drop VDD 0.107 mV, crit end category primary output, Post-synth regs approximately 96, met1 Use GR 39.7%, Pins Over Slew Limit 0, CTS tree built, DRT Wirelength 27600 um, ANT nets after route 0, largest net degree at the start of global routing between 60 and 70, Tot Pwr 0.00154 W, ANT cells 0, most frequent cells after synthesis 90 x nand2_1, 83 x ha_1, 78 x a21oi_1, Layout area overhead 10.7%, Initial DRC Count 810, total track usage 27.8%
==> critical path: stages (launching register included) <==
cell	delay, ns
dfxtp_1	0.54
nor4b_1	0.86
a222oi_1	0.26
a31oi_1	0.25
clkdlybuf4s50_1	0.50
==> metrics by stage <==
| stage | std cells | worst slack [ns] |
|---|---|---|
| 2_1_floorplan | 1001 | 5.54 |
| 3_3_place_gp | 1257 | 5.14 |
| 3_5_place_dp | 1257 | 5.03 |
| 4_1_cts | 1273 | 4.64 |
| 5_1_grt | 1273 | 4.43 |
| 6_report | 1273 | 4.59 |
==> power breakdown <==
| part | total [W] | switching [W] | internal (W) |
|---|---|---|---|
| clock network | 0.000386 | 0.000180 | 0.000206 |
| logic | 0.000627 | 0.000388 | 0.000239 |
| registers | 0.000524 | 0.0000652 | 0.000459 |
==> path summary, 6_finish.rpt <==
check | from | endpoint | slack, ns
max | cnt[3]$_SDFFE_PP0N_ | J[0] | 4.59
min | state[0]$_SDFF_PP0_ | Valid$_SDFF_PP0_ | 0.43
max reg2reg | U1.new_order[6]$_DFFE_PP_ | U1.new_order[2]$_DFFE_PP_ | 4.96
min reg2reg | state[0]$_SDFF_PP0_ | Valid$_SDFF_PP0_ | 0.43
==> logic make-up after synthesis <==
logic type | count (synthesis) | share of synthesized area, %
AOI/OAI and AO/OA | 323 | 27.5
adders and majority gates | 84 | 13.1
latches | 2 | 0.373
DFF | 94 | 26.3
muxes | 42 | 5.36
xor gates and xnor gates | 7 | 0.761
buffers and inverters | 128 | 6.38
and+or+nand+nor | 321 | 20.2
==> layout by cell type (no fill, tap or decap), drive strengths merged, types with 10 or more instances in the layout <==
cell type and count:
a22oi 23, a21oi 79, a211oi 25, a211o 10, o21a 11, nor2b 43, inv 65, nand3 23
o21ai 67, nor3 14, nor2 76, a221oi 13, dfxtp 70, o22ai 12, nand2 90, clkbuf 10
edfxtp 24, buf 29, nand2b 30, mux2i 36, clkdlybuf4s50 28, ha 83, a32oi 15
==> flip-flops by register name, summed over array words and instances (netlist names) <==
signal,cells
U1.new_order,24
top_order,24
U0.min_cost,10
U0.sum,10
U0.prev,7
U1.sw_pt,7
U0.match_count,4
cnt,4
state,2
state_next,2
U1.sw_done,1
Valid,1
==> layer usage <==
metal	share of wire, %	up-vias
met4	4.8	0
li1	-	3721
met3	10	102
met2	42	418
met1	43	3653
met5	0	-
==> layout make-up <==
cell class / count / area, um^2 / area share [%]
inverter: 62 / 233 / 2.61
sequential: 96 / 2150 / 24.1
clock inverter: 6 / 58.8 / 0.660
timing repair buffer: 57 / 495 / 5.56
multi-input combinational: 777 / 5400 / 60.5
clock buffer: 10 / 250 / 2.81
tap: 265 / 332 / 3.72
No activity file was given, so power comes from the tool's default toggle rates.
